==> design.v <==
module traffic_light(
	input  clk,
    	input  rst,
    	input  pass,
    	output reg R,
    	output reg G,
    	output reg Y
);
reg[2:0] state;
reg[9:0] cycles;
always@(posedge clk or posedge rst)
begin
	if(rst==1'd1)
	begin state=3'd0;cycles=10'd0; R=0;G=1;Y=0;end 
	else if(pass==1'd1) 
	begin
		if(state!=3'd0) begin state=3'd0;cycles=10'd0;R=0;G=1;Y=0; end 
		else begin cycles=cycles+10'd1; G=1;end  
	end
	else begin
	if(state==3'd6&&cycles==10'd1023) begin state=3'd0;cycles=3'd0; R=0;G=1;Y=0;end
	else if(state==3'd0&&cycles==10'd1023)
		begin state=state+3'd1; cycles=10'd0;R=0;G=0;Y=0; end
	else if(state==3'd1&&cycles==10'd127)
		begin state=state+3'd1; cycles=10'd0;R=0;G=1;Y=0; end
	else if(state==3'd2&&cycles==10'd127)
		begin state=state+3'd1; cycles=10'd0;R=0;G=0;Y=0; end
	else if(state==3'd3&&cycles==10'd127)
		begin state=state+3'd1; cycles=10'd0;R=0;G=1;Y=0; end
	else if(state==3'd4&&cycles==10'd127)
		begin state=state+3'd1; cycles=10'd0;R=0;G=0;Y=1; end
	else if(state==3'd5&&cycles==10'd511)
		begin state=state+3'd1; cycles=10'd0;R=1;G=0;Y=0; end 
	else begin cycles=cycles+10'd1; end
end end
endmodule
==> run.sh <==
#!/bin/bash
# OpenROAD 26Q1-2900-gdf79404cd8, Yosys 0.63+post, stock flow scripts
make -C /OpenROAD-flow-scripts/flow DESIGN_CONFIG=/design/flow/config.mk WORK_HOME=/design/flow/orfs finish
==> config.mk <==
export PLATFORM = sky130hd
export DESIGN_NAME = traffic_light
export DESIGN_NICKNAME = traffic_light
export VERILOG_FILES = /design/flow/design.v
export SDC_FILE = /design/flow/constraint.sdc
export NUM_CORES = 4
export LEC_CHECK = 1
export CORE_AREA = 10 10 81 81
export DIE_AREA = 0 0 91 91
==> constraint.sdc <==
current_design traffic_light

set clk_period 2.7
set clk_io_pct 0.2

create_clock -name clk0 -period $clk_period [get_ports {clk}]

set non_clock_inputs [all_inputs -no_clocks]
set_input_delay [expr $clk_period * $clk_io_pct] -clock clk0 $non_clock_inputs
set_output_delay [expr $clk_period * $clk_io_pct] -clock clk0 [all_outputs]
==> GITHUB_STEP_SUMMARY <==
## Synthesis and layout report

| Metric | Value |
|---|---|
| Met3 Usage GRT | `0.996%` |
| Slew @ Worst Pin | `0.604 ns` |
| Routed length per instance | `9.98 um` |
| Synth cell types | `34` |
| Num Clock Sinks | `16` |
| Met1 Resource Use GR | `5.76%` |
| Grt total ovfl | `0` |
| Dpl hpwl | `1260 um` |
| Die Ht | `91 um` |
| Layout cells sized above 1 | `14.6%` |
| Most common cell in the synthesized netlist | `dfrtp_1` |
| M2 GR Usage | `6.44%` |
| Flop pwr share | `43.3%` |
| Yosys reg bits | `16` |
| PortBufs | `5` |
| Outcome | `finished, final reports clean` |
| Vias | `662` |
| Initial antenna violation count | `0` |
| Main flop type after synthesis | `dfrtp_1` |
| Worst path max stage delay | `0.37 ns` |
| # rows | `25` |
| Die x size | `91 um` |
| Critical Path Fanout Max | `5` |
| Min-delay worst type | `reg2reg` |
| Tool warning count | `28` |
| Fin crit share | `79.8%` |
| Delay-heaviest family, CP | `simple AND/OR/NAND/NOR gates` |
| Worst Setup End Kind | `flip-flop` |
| Fmax | `0.464 GHz` |
| Drt drc | `0` |
| Non-Filler Instances | `170` |
| Share of total power in combinational logic | `27.7%` |
| Cell taking the most area after synthesis | `dfrtp_1` |
| Crit path DRT | `2.84 ns` |
| Vias/cell | `3.89` |
| Rel. slew slack | `59.7%` |
| Average size of a mapped cell | `9.89 um^2` |
| Cell area leaders | `dfrtp_1 40%, ha_1 8.0%, nor2_1 5.2%, mux2_2 4.8%, xnor2_1 4.7%` |
| # H-tree levels | `1` |
| Antenna-violating nets left | `0` |
| Fill cells | `536` |
| Post-synth EDFFs | `0` |
| Register clock-pin slew on the reported worst setup and hold paths | `0.07 ns` |
| Late-Pin Clk Latency | `0.25 ns` |
| Synth top area share | `39.9%` |
| Yosys cell count | `95` |
| Syn Inst Count | `95` |
| Switching Fraction | `32.2%` |
| PostCTS Resize Cnt | `0` |
| Yosys stat area | `940 um^2` |
| PD cells | `666 nW/um^2` |
| Crit path launch type | `flip-flop` |
| Final Setup Violations | `0` |
| Post-CTS Hold Buffers | `0` |
| Hold Fails Final Rpt | `0` |
| Pin count of the biggest net entering global routing | `17` |
| First-pass GRT wire length | `3000 um` |
| Setup bufs post-CTS | `0` |
| Ys async rst share | `100%` |
| Core region area | `4820 um^2` |
| Number of global-route vias before repair | `685` |
| Worst Path Buf+Inv | `0` |
| CTS Buf Count | `3` |
| Iteration-0 DRC Markers | `63` |
| Pint | `507 uW` |
| Die ar. | `8280 um^2` |
| Detailed Route WL | `1700 um` |
| Fin crit period | `2.15 ns` |
| Io pins | `6` |
| Skew final | `0.00423 ns` |
| Synth warnings | `1` |
| Top cells by count | `15 x dfrtp_1, 13 x nor2_1, 8 x inv_1` |
| Busiest grt layer | `met2` |
| Static leakage | `0.482 nW` |
| Max IR drop VDD | `0.221 mV` |
| Share of power burned in the clock network | `29.1%` |
| Fin Setup TNS | `0 ns` |
| GRT Util Overall | `4.12%` |
| Crit path cell chain | `ha_1 > nand4_2 > nor3_4 > nand4b_1 > a41oi_2 > mux2_2` |
| GPL Wtd Cong | `0.811` |
| Max_cap viols | `0` |
| Switching pwr | `241 uW` |
| Core Util at FP | `19.5%` |
| Unrepaired setup endpoints after global routing | `false` |
| CTS Root Cell | `clkbuf_8` |
| CTS Buffer Depth | `2` |
| Inserted Diodes | `0` |
| Critical setup path kind | `reg2reg` |
| Area growth syn-to-layout | `19.6%` |
| Synthesized area | `940 um^2` |
| Critical path arrival | `2.29 ns` |
| Seq share, synth | `42.7%` |
| CTS tree | `yes` |
| Slowest CP cell | `dfrtp_1` |
| Inst Count DP | `166` |
| Slew Limit Fails | `0` |
| First-pass DRT Iterations | `5` |
placed cells by master, fill, tap and decap left out, types with 3 or more instances in the layout:
| cell type | netlist | routed |
|---|---|---|
| clkbuf_8 | 0 | 4 |
| clkdlybuf4s50_1 | 0 | 5 |
| dfrtp_1 | 15 | 15 |
| ha_1 | 6 | 6 |
| inv_1 | 8 | 8 |
| mux2_2 | 4 | 4 |
| nand2_1 | 6 | 6 |
| nand3_1 | 3 | 3 |
| nor2_1 | 13 | 13 |
| nor3_1 | 3 | 3 |
| xnor2_1 | 5 | 5 |
final cells by class:
class	instances	area, um^2	area share, %
clock buffer	4	55.1	4.90
inverter	8	30.0	2.67
multi-input combinational	69	495	44.1
sequential	16	402	35.7
tap	67	83.8	7.46
timing repair buffer	6	57.6	5.12
kinds of logic after synthesis:
kind of cell,synth area share [%]
fa+ha+maj,7.99
buf+inv,4.53
mux,4.79
flops,42.7
simple gates,24.1
compound gates,9.32
xor+xnor,6.52
worst reg2reg max path, cell delays in order (launching register included):
cell and delay [ns]:
dfrtp_1 0.37, ha_1 0.22, nand4_2 0.20, nor3_4 0.33, nand4b_1 0.23, a41oi_2 0.33, mux2_2 0.36
power groups by stage:
stage	clock network, mW	logic [mW]	registers (mW)
final	0.217	0.207	0.324
after CTS	0.220	0.207	0.325
after global routing	0.230	0.242	0.330
state kept, by name (all words and copies together), names as in the netlist:
register  count
state         3
Y             1
cycles       10
R             1
G             1
through the flow:
step | setup WS (ns) | instance area (um^2) | utilization (%) | power, mW | hold slack [ns]
2_1_floorplan | 0.779 | 940 | - | 0.485 | 0.431
3_3_place_gp | 0.532 | 1070 | 22.2 | 0.532 | 0.452
3_5_place_dp | 0.564 | 1070 | 22.2 | 0.534 | 0.457
4_1_cts | 0.546 | 1120 | 23.3 | 0.751 | 0.464
5_1_grt | 0.408 | 1120 | 23.3 | 0.802 | 0.488
6_report | 0.546 | 1120 | 23.3 | 0.748 | 0.463
worst paths after layout:
| path | start | endpoint | slack (ns) | cells past startpoint |
|---|---|---|---|---|
| min in group asynchronous | rst | cycles[9] | 0.65 | 2 |
| setup reg to reg | cycles[0] | state[0] | 0.55 | 6 |
| hold reg to reg | cycles[0] | cycles[0] | 0.46 | 1 |
| hold / removal | cycles[0] | cycles[0] | 0.46 | 1 |
| max in group asynchronous | rst | cycles[6] | 1.65 | 2 |
| setup / recovery | cycles[0] | state[0] | 0.55 | 6 |
metal layers:
metal / vias up / part of all wire (%) / wire length, um
met5: - / 0 / 0
met4: 0 / 0.24 / 4
met3: 2 / 3.5 / 60
met2: 5 / 43 / 724
met1: 312 / 53 / 906
li1: 343 / - / -
Power is estimated from default activity; no workload was simulated.
